==> design/flow/design.v <==
module alu(
    input [3:0] a,
    input [3:0] b,
    input [1:0] sel,
    output[3:0] result,
    output carry_out,
    output zero
);
    wire [3:0] add_r;
    wire [3:0] sub_r;
    wire [3:0] and_r;
    wire [3:0] or_r;
    wire carry_add;
    wire carry_sub;
    add dut_add(
        .a(a),
        .b(b),
        .c_in(1'b0),
        .s(add_r),
        .c_out(carry_add)
    );
    sub dut_sub(
        .a(a),
        .b(b),
        .c_in(1'b0),
        .s(sub_r),
        .c_out(carry_sub)
    );
    mux4_1 mux(
        .sel(sel),
        .d0(carry_add),
        .d1(carry_sub),
        .d2(1'b0),
        .d3(1'b0),
        .y(carry_out)
    );
    and_gate dut_and(
        .a(a),
        .b(b),
        .s(and_r)
    );
    or_gate dut_or(
        .a(a),
        .b(b),
        .s(or_r)
    );
    mux4_4 dut_mux(
        .sel(sel),
        .add_r(add_r),
        .sub_r(sub_r),
        .and_r(and_r),
        .or_r(or_r),
        .result(result),
        .zero(zero)
    );
endmodule
module mux4_4(
    input wire [1:0] sel,
    input wire [3:0] add_r,
    input wire [3:0] sub_r,
    input wire [3:0] and_r,
    input wire [3:0] or_r,
    output [3:0] result,
    output zero
);
    genvar i;
    generate 
        for(i=0; i<4; i=i+1) begin:mux4_4
            mux4_1 mux(
                .sel(sel),
                .d0(add_r[i]),
                .d1(sub_r[i]),
                .d2(and_r[i]),
                .d3(or_r[i]),
                .y(result[i])
            );
        end
    endgenerate
    assign zero = ~(result[0] | result[1] | result[2] | result[3]);
endmodule
module mux4_1(
    input  wire [1:0] sel,
    input  wire d0, d1, d2, d3,
    output wire y
);
    wire [3:0] temp_y;
    wire sel_val_3, sel_val_2, sel_val_1, sel_val_0;
    wire y2, y1;
    assign sel_val_3 = sel[1] & sel[0];
    assign temp_y[3] = d3 & sel_val_3;
    assign sel_val_2 = sel[1] & ~sel[0];
    mux2_1 mux_d2 (
        .a(temp_y[3]),
        .b(d2),
        .sel(sel_val_2),
        .y(temp_y[2])
    );
    assign sel_val_1 = ~sel[1] & sel[0];
    mux2_1 mux_d1 (
        .a(temp_y[2]),
        .b(d1),
        .sel(sel_val_1),
        .y(temp_y[1])
    );
    assign sel_val_0 = ~sel[1] & ~sel[0];
    mux2_1 mux_d0 (
        .a(temp_y[1]),
        .b(d0),
        .sel(sel_val_0),
        .y(temp_y[0])
    );
    assign y = temp_y[0];
endmodule
module mux2_1(
    input  wire a,
    input  wire b,
    input  wire sel,
    output wire y
);
    assign y = (a & ~sel) | (b & sel);
endmodule
module add (
    input [3:0] a,
    input [3:0] b,
    input c_in,
    output [3:0] s,
    output c_out
);
    wire [4:0] c;
    assign c[0] = 1'b0;
    genvar i;
    generate 
        for(i=0; i<4; i=i+1) begin: ripple_carry_adder
        full_adder fa(
            .a(a[i]),
            .b(b[i]),
            .c_in(c[i]),
            .s(s[i]),
            .c_out(c[i+1])
        );
        end
    endgenerate
    assign c_out = c[4];
endmodule
module full_adder (
    input a,b,c_in,
    output s,c_out
);
    assign s = a^b^c_in;
    assign c_out = a&b | a&c_in | b&c_in;
endmodule
module sub(  
    input [3:0] a,
    input [3:0] b,
    input c_in,
    output [3:0] s,
    output c_out
);
    wire [3:0] b_n;
    wire [3:0] b_in;
    wire c;
    genvar i;
    generate 
        for(i=0; i<4; i=i+1) begin : sub
            assign b_n[i] = b[i] ^ 1'b1;
        end
    endgenerate
    add add1(
        .a(b_n),
        .b(4'b0001),
        .c_in(1'b0),
        .s(b_in),
        .c_out(c)
    );
    add add2(
        .a(a),
        .b(b_in),
        .c_in(1'b0),
        .s(s),
        .c_out(c_out)
    );
endmodule
module and_gate (
    input [3:0] a,
    input [3:0] b,
    output [3:0] s
);
    genvar i;
    generate
        for(i=0; i<4; i=i+1) begin : and_gate
            assign s[i] = a[i] & b[i];
        end
    endgenerate
endmodule
module or_gate (
    input [3:0] a,
    input [3:0] b,
    output [3:0] s
);
    genvar i;
    generate
        for(i=0; i<4; i=i+1) begin : or_gate
            assign s[i] = a[i] | b[i];
        end
    endgenerate
endmodule
==> design/flow/run.sh <==
#!/bin/bash
# OpenROAD 26Q1-2900-gdf79404cd8, Yosys 0.63+post, stock flow scripts
make -C /OpenROAD-flow-scripts/flow DESIGN_CONFIG=/design/flow/config.mk WORK_HOME=/design/flow/orfs finish
==> design/flow/config.mk <==
export PLATFORM = sky130hd
export DESIGN_NAME = alu
export DESIGN_NICKNAME = alu
export VERILOG_FILES = /design/flow/design.v
export SDC_FILE = /design/flow/constraint.sdc
export NUM_CORES = 4
export LEC_CHECK = 1
export CORE_AREA = 10 10 70 70
export DIE_AREA = 0 0 80 80
==> design/flow/constraint.sdc <==
current_design alu

set clk_period 3.0
set clk_io_pct 0.2

create_clock -name clk0 -period $clk_period

set non_clock_inputs [all_inputs -no_clocks]
set_input_delay [expr $clk_period * $clk_io_pct] -clock clk0 $non_clock_inputs
set_output_delay [expr $clk_period * $clk_io_pct] -clock clk0 [all_outputs]
==> results.json <==
{
  "synth_cell_type_count": 16,
  "syn_area_per_cell_um2": 9.61,
  "worstSetupPathType": "in2out",
  "slew_violations": 0,
  "min_from": "a[0]",
  "setup_violations": 5,
  "antenna_found_initial": 0,
  "drt-met1-wl_um": 453,
  "tool_warnings": 42,
  "drt_iter0_drc": 7,
  "ys_seq_frac": 0,
  "p_int_w": 0.0000961,
  "die_x_um": 80,
  "seq_cells": 0,
  "violations": "negative setup slack",
  "grt_max_degree": 7,
  "n_antenna_cell": 0,
  "drtAntennaViolNets": 0,
  "startpoint": "b[1]",
  "arrival_ns": 3.07,
  "area_growth_pct": 84.6,
  "fp_util": 0.141,
  "cp_max_fo": 2,
  "p_clk_frac": 0,
  "port-buffer-count": 16,
  "wl_per_cell_um": 8.38,
  "cap_violations": 0,
  "power_density_nw_per_um2": 167,
  "pwr-share-comb": 1.000,
  "met3_length_um": 81,
  "endpoint_kind": "output pin",
  "final_common_cell": "buf_4",
  "final_hold_viol_count": 0,
  "ys_cells": 50,
  "max_freq_mhz": 273,
  "syn_area_um2": 480,
  "routed_wl_um": 1080,
  "crit_path_start_kind": "input pin",
  "dp_hpwl_um": 1060,
  "crit_path_end": "zero",
  "hp-class": "in2out",
  "crit_required_ns": 2.40,
  "power_leakage_nw": 0.438,
  "rsz0062_at_grt": "yes",
  "drc": 0,
  "worst_pin_slew_ns": 0.246,
  "layout_top_cells": "buf_4, inv_1, ha_1, clkdlybuf4s50_1, inv_2",
  "via_count": 415,
  "rows": 21,
  "critPathSlowestCell": "fa_1",
  "topCellsByArea": "ha_1, fa_1, inv_1",
  "dp.cells": 126,
  "core_area_um2": 3420,
  "netSwitchingFraction": 0.353,
  "setup_ws_ns": -0.668,
  "met2_length_um": 545,
  "grt_pass1_wl_um": 1820,
  "yosys.area.top_type_share": 0.260,
  "die_y_um": 80,
  "track_usage": 0.0336,
  "grt_pass1_vias": 450,
  "ys_area_um2": 480,
  "postCtsHoldBufs": 0,
  "yosysWarnings": 0,
  "whs_ns": 1.88,
  "timing.max_slew.rel_slack": 0.835,
  "p_sw_w": 0.0000525,
  "globalRouteOverflowTotal": 0,
  "seq_area_um2": 0,
  "status": "finished, violations left",
  "ir_drop_v": 0.0000527,
  "drive_gt1_frac": 0.566,
  "io_pins": 16,
  "top_area_cell": "ha_1",
  "cpPeakStageDelay_ns": 0.50,
  "top_layer": "met3",
  "dr.pass1.iters": 3,
  "seq_power_share": 0,
  "clock_buffers": 0,
  "vias_per_cell": 3.22,
  "place_congestion": 0.760,
  "post-route-cell-area_um2": 887,
  "layout.cells.non_filler": 129,
  "syn_inst": 50,
  "fin_crit_ns": 3.67,
  "placed_area_um2": 841,
  "cp_cell_sequence": "buf_12 -> inv_12 -> ha_4 -> inv_2 -> fa_2 -> fa_2 -> fa_1 -> inv_2 -> mux4_2 -> nor4_2 -> buf_2",
  "period_used_share": 1.22,
  "post-place-ws_ns": -1.59,
  "die_area_um2": 6400
}
[layer usage]
metal	track usage	up-vias
met2	0.0594	11
li1	-	215
met5	0	-
met1	0.0408	189
met4	0	0
met3	0.0114	0
[how the worst min path moves through the flow]
stage / end / slack, ns / cells past startpoint
6_report: zero / 1.88 / 7
5_1_grt: zero / 1.98 / 7
4_1_cts: zero / 2.03 / 8
[final cells by class]
type,instances,area [µm²]
multi-input combinational,27,407
fill,369,2530
timing repair buffer,37,333
tap,46,57.6
inverter,19,90.1
[metrics by stage]
stage / TNS (ns) / utilization / total power [W]
floorplan: -0.631 / - / 0.0000682
global placement: -5.70 / 0.246 / 0.000130
detailed placement: -5.71 / 0.246 / 0.000134
CTS: -2.62 / 0.256 / 0.000151
global route: -2.09 / 0.260 / 0.000168
finish: -1.78 / 0.260 / 0.000149
[cell families (layout without fill, tap and decap cells)]
kind of cell / after synthesis / count (layout) / share of synthesized area
buffers and inverters: 23 / 56 / 0.211
adder cells (fa/ha/maj): 16 / 16 / 0.510
AND/OR/NAND/NOR: 5 / 5 / 0.0833
multiplexers: 3 / 3 / 0.148
AND-OR/OR-AND: 2 / 2 / 0.0287
XOR/XNOR: 1 / 1 / 0.0182
[critical path: cells and delay by family]
kind | cells | cell delay, ns
buffers and inverters | 5 | 0.31
and+or+nand+nor | 1 | 0.26
muxes | 1 | 0.47
adders and majority gates | 4 | 1.43
[Yosys cell counts (all sizes together)]
cell type / instances
a211oi: 1
a31oi: 1
and2b: 1
buf: 4
clkinv: 4
fa: 6
ha: 10
inv: 15
mux4: 3
nand2b: 2
nor2: 1
nor4: 1
xor2: 1
[timing repair]
action                     in CTS  in global routing
pin swaps                       5                  5
setup endpoints to repair       6                  5
setup buffers                   3                  3
resized                        31                 12
[power groups by stage]
stage     logic (W)  clock network (W)  registers, W
6_report   0.000149                  0             0
4_1_cts    0.000151                  0             0
5_1_grt    0.000168                  0             0
Power is estimated from default activity; no workload was simulated.
